File: flow/design.v
module WRAP_CANNY (DataBus, AddressBus, ControlBus, AddrRegRow, AddrRegCol, bWE, bCE, InDataToCanny, OutDataFromCanny, OPMode, bOPEnable, dReadReg, dWriteReg, Breq, Bgnt, clk, bReset);
input  [7:0]   OutDataFromCanny;
output [7:0]   InDataToCanny;
output [2:0]   AddrRegRow, AddrRegCol;
output         bWE, bCE;
output [2:0]   OPMode;
output         bOPEnable;
output [3:0]   dReadReg, dWriteReg;
reg    [7:0]   InDataToCanny;
reg    [2:0]   AddrRegRow, AddrRegCol;
reg            bWE, bCE;
reg    [2:0]   OPMode;
reg            bOPEnable;
reg    [3:0]   dReadReg, dWriteReg;
input bReset;
output 			Breq;
reg       Breq;
input			 Bgnt;
inout [7:0]		DataBus;
inout [31:0]		AddressBus;
inout			ControlBus;
input 			clk;
reg			IntEnable;
reg [3:0]   cnt;
assign ControlBus = IntEnable? 1'b0 : 1'bz;
assign DataBus = IntEnable ? ((AddressBus[31:28] == 4'b0100 && AddressBus[1:0] == 2'b10)? OutDataFromCanny[7:0] : 8'hzz) : 8'hzz;
always @(posedge clk)
begin
	   if(IntEnable)					 
	   begin
		   if(AddressBus[31:28] == 4'b0100)	 
		   begin
		      AddrRegRow <= AddressBus[7:5];
		      AddrRegCol <= AddressBus[4:2];
		      bWE <= AddressBus[1];
		      bCE <= AddressBus[0];
		      OPMode <= AddressBus[26:24];
		      bOPEnable <= AddressBus[27];
		      dReadReg <= AddressBus[19:16];
		      dWriteReg <= AddressBus[23:20];
		      if(AddressBus[1:0] == 2'b00)    
		      begin
		          InDataToCanny <= DataBus[7:0];
		      end
		   end
	   end
end
always @(posedge clk)
begin
   if(!bReset)
   begin
		IntEnable <= 1'b0;
		Breq <= 1'b0;
		cnt <= 0;
   end
   else
   begin
      if(!IntEnable)
	   begin
		   if(Bgnt)
		   begin
			   IntEnable <= 1'b1;
			   Breq <= 1'b0;
			   cnt <= 1;
		   end
		   else if(AddressBus[31:28] == 4'b0100)
		   begin
			   IntEnable <= 1'b0;
			   Breq <= 1'b1;
		   end
		   else
		   begin
			   IntEnable <= 1'b0;
			   Breq <= 1'b0;
		   end
	   end
	   else if(AddressBus[31:28] != 4'b0100)
	   begin	
		      IntEnable <= 1'b0;
		      Breq <= 1'b0;
		      cnt <= 0;
	   end
	end
end
endmodule
File: flow/run.sh
#!/bin/bash
# OpenROAD 26Q1-2900-gdf79404cd8, Yosys 0.63+post, stock flow scripts
make -C /OpenROAD-flow-scripts/flow DESIGN_CONFIG=/design/flow/config.mk WORK_HOME=/design/flow/orfs finish
File: flow/config.mk
export PLATFORM = sky130hd
export DESIGN_NAME = WRAP_CANNY
export DESIGN_NICKNAME = WRAP_CANNY
export VERILOG_FILES = /design/flow/design.v
export SDC_FILE = /design/flow/constraint.sdc
export NUM_CORES = 4
export LEC_CHECK = 1
export CORE_AREA = 10 10 94 94
export DIE_AREA = 0 0 104 104
File: flow/constraint.sdc
current_design WRAP_CANNY

set clk_period 3.7
set clk_io_pct 0.2

create_clock -name clk0 -period $clk_period [get_ports {clk}]

set non_clock_inputs [all_inputs -no_clocks]
set_input_delay [expr $clk_period * $clk_io_pct] -clock clk0 $non_clock_inputs
set_output_delay [expr $clk_period * $clk_io_pct] -clock clk0 [all_outputs]
==> results.yml <==
# generated from flow reports
yosys:
  async_flop_share: 0
  synth-edff-count: 28
  synth_area_per_cell_sq_um: 20.6
  ys_types: 13
  ys_cells: 50
  ys_ff: 30
  yosysWarnings: 4
  ys_area_sq_um: 1030
  postSynthSeqShare: 0.855
  synthCells: 50
  ff_type: "edfxtp_1"
  syn_area_sq_um: 1030
cts:
  cts-htree-levels: 2
  post_cts_buffers: 0
  cts_resized: 0
  cts_made_buffers: 5
  cts_hold_buf: 0
  cts_root_buf: "clkbuf_8"
  clock_sinks: 30
  clockBufferDepth: 2
outcome:
  tool.error: "[ERROR RSZ-0074] Failed to build tree from global routes for pin 'input9/X' and net 'OutDataFromCanny[6]' at grid (17250, 58650): found route to 1 pins, expected 2"
  status: "did not finish"
  lastStage: "5_1_grt"
floorplan:
  initial_core_util: 0.151
  std_cell_rows: 30
  io_pins: 81
  die_y_um: 104
  die_x_um: 104
sta:
  untimed_endpoints: 32
place:
  place_congestion: 0.712
  io_buffer_count: 39
grt:
  grt_start_max_net_pins: 21
cells by family after synthesis:
kind of cell | after synthesis | share of synthesized area
AND/OR/NAND/NOR | 7 | 0.0620
AND-OR/OR-AND | 1 | 0.00608
other | 1 | 0.00364
buffers and inverters | 11 | 0.0729
flip-flops | 30 | 0.855
per-stage QoR:
step / cells / hold slack (ns) / utilization / setup slack, ns / cell area, sq um
3_5_place_dp: 178 / 0.490 / 0.218 / 1.69 / 1490
2_1_floorplan: 50 / 0.463 / - / 1.11 / 1030
3_3_place_gp: 178 / 0.473 / 0.218 / 1.71 / 1490
4_1_cts: 185 / 0.503 / 0.233 / 1.83 / 1590
cell usage after synthesis (2+ instances only):
library cell	count	area, sq um
dfxtp_1	2	40.0
edfxtp_1	28	841
inv_1	2	7.51
buf_4	9	67.6

==> /design/flow/design.v <==
module Control_Unit (
	Load_XMT_DR,			 
	Load_XMT_shftreg,			 
	start,				 
	shift,				 
	clear,				 
	Load_XMT_datareg,			 
	Byte_ready,				 
	T_byte,				 
	BC_lt_BCmax,			 
	Clock,
	rst_b
	);
        parameter       one_hot_count = 3;               
        parameter       state_count = one_hot_count;     
        parameter       size_bit_count = 3;              
        parameter       idle = 3'b001;                   
        parameter       waiting = 3'b010;
        parameter       sending = 3'b100;
        parameter       all_ones = 9'b1_1111_1111;       
        output          Load_XMT_DR;                     
        output          Load_XMT_shftreg;                
        output          start;                           
        output          shift;                           
        output          clear;                           
        reg		    Load_XMT_DR, Load_XMT_shftreg, start, shift, clear;
        input           Load_XMT_datareg;                
        input           Byte_ready;                      
        input           T_byte;                          
        input           BC_lt_BCmax;                     
        input           Clock;
        input           rst_b;
	reg [state_count-1:0]	state, next_state;	 
	always @ (Load_XMT_datareg or Byte_ready or T_byte or BC_lt_BCmax or rst_b)
	begin
                if(!rst_b)
                    begin
                    start <= 0;
                    shift <= 0;
                    clear <= 0;
                    Load_XMT_DR <= 0;
                    Load_XMT_shftreg <= 0;
                    next_state <= idle;
                    end
                else
                    case(state)
                        idle:
                            if(Load_XMT_datareg)
                                begin
                                Load_XMT_DR <= 1;  
                                Load_XMT_shftreg <= 0;
                                shift <= 0;
                                start <= 0;
                                clear <= 0;  
                                next_state <= idle;
                                end
                            else if(Byte_ready)
                                begin
                                next_state <= waiting;
                                Load_XMT_DR <= 0;
                                Load_XMT_shftreg <= 1;
                                shift <= 0;
                                start <= 0;
                                clear <= 0;  
                                end
                            else 
                                begin
                                shift <= 0;
                                start <= 0;
                                clear <= 0;  
                                Load_XMT_shftreg <= 0;
                                Load_XMT_DR <= 0;
                                next_state <= idle;
                                end
                        waiting:
                        begin
                            if(T_byte)
                                begin 
                                start <= 1;
                                shift <= 0;
                                clear <= 0;
                                Load_XMT_shftreg <= 0;
                                Load_XMT_DR <= 0;
                                next_state <= sending;
                                end
                            else 
                                begin
                                start <= 0;
                                shift <= 0;
                                clear <= 0;
                                Load_XMT_shftreg <= 0;
                                Load_XMT_DR <= 0;
                                next_state <= waiting;
                                end
                        end
                        sending:
                        begin
                            if(!BC_lt_BCmax)
                                begin
                                start <= 0;  
                                shift <= 0;
                                clear <= 1;
                                Load_XMT_shftreg <= 0;
                                Load_XMT_DR <= 0;
                                next_state <= idle;
                                end
                            else
                                begin
                                start <= 0;  
                                shift <= 1;
                                clear <= 0;
                                Load_XMT_shftreg <= 0;
                                Load_XMT_DR <= 0;
                                next_state <= sending;
                                end
                        end
                    endcase
	end
	always @ (posedge Clock or negedge rst_b) 
	begin
		if(rst_b == 1'b0)
			state <= idle;
		else
			state <= next_state;
	end
endmodule
module Datapath_Unit (
	Serial_out,
	BC_lt_BCmax,
	Data_Bus,
	Load_XMT_DR,
	Load_XMT_shftreg,
	start,
	shift,
	clear,
	Clock,
	rst_b);
	parameter		word_size = 8;
	parameter		size_bit_count = 3;
	parameter		all_ones = {(word_size + 1){1'b1}};	 
	output		Serial_out;
	output		BC_lt_BCmax;
	input [word_size-1:0]	Data_Bus;
	input			Load_XMT_DR;
	input			Load_XMT_shftreg;
	input			start;
	input			shift;
	input			clear;
	input 		Clock;
	input			rst_b;
	reg [word_size-1:0]	XMT_datareg;	 
	reg [word_size:0]		XMT_shftreg;	 
	reg [size_bit_count:0]	bit_count;		 
	assign Serial_out = XMT_shftreg[0];
        assign BC_lt_BCmax = (bit_count < word_size + 1);
	always @(posedge Clock or negedge rst_b)
	begin
            if(!rst_b)
            begin
                bit_count <= 4'b0;
                XMT_shftreg <= all_ones;
                XMT_datareg <= 0;
            end
            else
                begin
                    if(Load_XMT_DR)
                        XMT_datareg <= Data_Bus;
                    else if (Load_XMT_shftreg)
                        XMT_shftreg <= {XMT_datareg[word_size-1:0], 1'b1};
                    else if(start)
                        XMT_shftreg[0] <= 0;
                    else if(shift)
                        begin
                            XMT_shftreg <= {1'b1, XMT_shftreg[word_size:1]};
                            bit_count <= bit_count + 1;
                        end
                    else if(clear)
                        bit_count <= 4'b0;
                    else
                        begin
                            bit_count <= bit_count;
                            XMT_datareg <= XMT_datareg;
                            XMT_shftreg <= XMT_shftreg;
                        end
                end
	end
endmodule
module UART_XMTR(Serial_out, Data_Bus, Load_XMT_datareg, Byte_ready, T_byte, Clock, rst_b);
	parameter word_size = 8;			 
        output Serial_out;
        input [word_size-1:0] Data_Bus;
        input Load_XMT_datareg;
        input Byte_ready;
        input T_byte;
        input Clock;
        input rst_b;
        wire Load_XMT_DR;
        wire Load_XMT_shftreg;
        wire start;
        wire shift;
        wire clear;
        wire BC_lt_BCmax;
        Control_Unit control(Load_XMT_DR, Load_XMT_shftreg, start, shift, clear, Load_XMT_datareg, Byte_ready, T_byte, BC_lt_BCmax, Clock, rst_b);
        Datapath_Unit datapath(Serial_out, BC_lt_BCmax, Data_Bus, Load_XMT_DR, Load_XMT_shftreg, start, shift, clear, Clock, rst_b);
endmodule
==> /design/flow/run.sh <==
#!/bin/bash
# OpenROAD 26Q1-2900-gdf79404cd8, Yosys 0.63+post, stock flow scripts
make -C /OpenROAD-flow-scripts/flow DESIGN_CONFIG=/design/flow/config.mk WORK_HOME=/design/flow/orfs finish
==> /design/flow/config.mk <==
export PLATFORM = sky130hd
export DESIGN_NAME = UART_XMTR
export DESIGN_NICKNAME = UART_XMTR
export VERILOG_FILES = /design/flow/design.v
export SDC_FILE = /design/flow/constraint.sdc
export NUM_CORES = 4
export LEC_CHECK = 1
export CORE_AREA = 10 10 106 106
export DIE_AREA = 0 0 116 116
==> /design/flow/constraint.sdc <==
current_design UART_XMTR

set clk_period 2.1
set clk_io_pct 0.2

create_clock -name clk0 -period $clk_period [get_ports {Clock}]

set non_clock_inputs [all_inputs -no_clocks]
set_input_delay [expr $clk_period * $clk_io_pct] -clock clk0 $non_clock_inputs
set_output_delay [expr $clk_period * $clk_io_pct] -clock clk0 [all_outputs]
==> changes_impl.md <==
## Implementation

* Area Overhead vs Synth at 23.99%
* TritonCTS buffer count at 3
* Gpl congestion at 0.7340
* Fp util at 15.09%
* Top FF cell, synth: dfrtp_1
* RSZ-0062 raised after global routing: false
* Synth async-reset ratio at 75.00%
* HPWL after detailed placement at 1736 um
* Hold Path Class: reg -> reg
* Syn Std Cell Area at 1335 um^2
* Overall routed net length at 2312 um
* Critical path type: reg -> out
* Maximum VDD drop at 221.4 uV
* Final TNS setup at 0 ps
* Tot GR Track Use at 3.701%
* Grt total ovfl at 0
* Cells on Worst Hold Path at 2
* Skew-Pair Late Insertion Delay at 260 ps
* Hold Vio Cnt, Final at 0
* Clk buf depth at 2
* Die W at 116 um
* Dominant cell area share at 26.24%
* Clk pin slew, worst setup/hold paths at 80 ps
* Final WS setup at 426.2 ps
* Buffers on Ports at 13
* DIE AREA at 13460 um^2
* Min-delay src: datapath.XMT_shftreg[0]$_DFFE_PN1P_
* Setup Skew at 3.433 ps
* Vias per std cell at 3.615
* Crit-path slowest cell: dfstp_2
* Yosys stat area at 1335 um^2
* CP max FO at 2
* Leak at 0.6454 nW
* Worst Setup Start Kind: flop
* CTS tree: built
* # setup viols final at 0
* Cells after synthesis at 108
* Worst slack at placement at 705.8 ps
* Worst setup EP type: output pin
* DRT iter0 DRCs at 54
* Detail Route Antenna Nets at 0
* Log Warnings at 26
* CP cell instances: clkdlybuf4s50_1
* Reg2reg end: datapath.bit_count[2]$_DFFE_PN0P_
* Core area at 8848 um^2
* Die height at 116 um
* Max-slew violations at 0
* FP Rows at 34
* Layout cells sized above 1 at 34.15%
* Endpoints left unconstrained at 11
* Number of synthesized register bits at 32
* Yosys Instances at 108
* Post-Syn Area per Cell at 12.36 um^2
* Diode count at 0
* Critical path arrival at 1250 ps
* Post-DR wirelength/cell at 10.01 um
* Register pins left without a clock at 8
* Flop2flop setup slack at 960 ps
* FF-to-FF Start: datapath.bit_count[0]$_DFFE_PN0P_
* PwrDens at 590.1 nW/um^2
* Top area cell types: dfrtp_1 (26%), dfstp_2 (20%), mux2_2 (19%)
* Bufs and invs on worst path at 1
* Util after Layout at 18.71%
* Ports at 14
* Outcome: finished clean
* Fin Hold WS at 497.8 ps
* R2R cell count at 4
* Post-synth cell types at 33
* Root buffer cell: clkbuf_8
* CTS Hold Bufs at 0
* WP depth at 1
* Cycle use final at 79.70%
* H-Tree Depth at 1
* Max-Cap Viols at 0
* PostCTS Resize Cnt at 0
* CP required at 1680 ps
* Yosys warnings at 2
* Worst min-delay path endpoint: datapath.XMT_shftreg[0]$_DFFE_PN1P_
* Synth area leader: dfrtp_1
* Worst path max stage delay at 530 ps
* Relative slew slack at 55.58%
* Top-count cell post-synth: mux2_2
* Actual slew at the worst max-slew pin at 665.7 ps
* Flip-flops with a built-in enable at 0
* Post-synth top cells: mux2_2 (22), dfrtp_1 (14), dfstp_2 (10)
* DRC violations left at 0
* Vias at 835
* First-pass DRT Iterations at 4
* Fmax at 597.4 MHz
* Critical path's top delay family: flip-flops
* Largest net degree at the start of global routing at 30
* First-pass GRT wire length at 4174 um
* Vias in the first global route at 829
* Tmin final at 1674 ps
* Initial antenna violation count at 0
* Setup Buffers After CTS at 0
-- stage by stage --
stage	instance area [um^2]	cells	power [mW]
2_1_floorplan	1335	108	0.5433
3_3_place_gp	1584	227	0.5839
3_5_place_dp	1584	227	0.5860
4_1_cts	1655	231	0.9992
5_1_grt	1655	231	1.023
6_report	1655	231	0.9768
-- metal layers --
metal | up-vias | track usage, % | wire length, um
li1 | 411 | - | -
met2 | 17 | 5.044 | 975
met1 | 405 | 5.619 | 1147
met5 | - | 0 | 0
met3 | 2 | 1.308 | 160
met4 | 0 | 0.5004 | 29
-- cells in the final DEF (no fill, tap or decap), types with 2 or more instances in the layout --
master,Yosys,layout
o21ai_0,8,8
dfrtp_1,14,14
nor2_1,2,2
nor3_1,2,2
clkdlybuf4s50_1,0,13
nand2_1,3,3
xor2_1,2,2
ha_1,2,2
a21oi_1,2,2
mux2_2,22,22
inv_1,7,7
dlxtn_1,8,8
dfstp_2,10,10
clkbuf_8,0,3
nand2b_1,4,4
nand3_1,2,2
and2_1,2,2
-- sequential cells by signal, summed over array words and instances, names as in the netlist --
name / count
control.shift: 1
control.state: 3
datapath.XMT_shftreg: 9
control.next_state: 3
control.clear: 1
control.start: 1
control.Load_XMT_DR: 1
control.Load_XMT_shftreg: 1
datapath.XMT_datareg: 8
datapath.bit_count: 4
-- final cells by class --
cell class,instances,area (um^2)
clock inverter,1,30.03
timing repair buffer,14,137.6
clock buffer,3,41.29
tap,108,135.1
multi-input combinational,66,551.8
inverter,7,26.28
sequential,32,733.2
fill,945,7193
-- worst max path at each step --
stage	from	end	slack (ps)
6_report	datapath.XMT_shftreg[0]$_DFFE_PN1P_	Serial_out	430
5_1_grt	datapath.XMT_shftreg[0]$_DFFE_PN1P_	Serial_out	370
4_1_cts	datapath.XMT_shftreg[0]$_DFFE_PN1P_	Serial_out	400
-- logic make-up (layout without fill, tap and decap cells) --
family / after synthesis / count (layout) / synth area share (%)
flops: 24 / 24 / 45.92
compound gates: 19 / 19 / 9.842
mux: 22 / 22 / 18.56
latches: 8 / 8 / 8.997
buf+inv: 10 / 25 / 3.749
fa+ha+maj: 2 / 2 / 1.874
simple gates: 21 / 21 / 9.748
xor+xnor: 2 / 2 / 1.312
-- report_power, final --
part	switching, mW	total (mW)	internal (mW)
combinational	0.0233	0.0697	0.0464
sequential	0.0109	0.505	0.494
clock	0.147	0.402	0.255
total	0.181	0.977	0.795
No activity file was given, so power comes from the tool's default toggle rates.

## flow/config.mk

```make
export PLATFORM = sky130hd
export DESIGN_NAME = CannyEdge
export DESIGN_NICKNAME = CannyEdge
export VERILOG_FILES = /design/flow/design.v
export SDC_FILE = /design/flow/constraint.sdc
export NUM_CORES = 4
export LEC_CHECK = 1
export CORE_UTILIZATION = 50
```

## flow/constraint.sdc

```tcl
current_design CannyEdge

set clk_period 14.9
set clk_io_pct 0.2

create_clock -name clk0 -period $clk_period [get_ports {clk}]

set non_clock_inputs [all_inputs -no_clocks]
set_input_delay [expr $clk_period * $clk_io_pct] -clock clk0 $non_clock_inputs
set_output_delay [expr $clk_period * $clk_io_pct] -clock clk0 [all_outputs]
```

## flow/design.v

```verilog
`timescale 1ns/10ps
module CannyEdge(dAddrRegRow, dAddrRegCol, bWE, bCE, InData, OutData,
	OPMode, bOPEnable, dReadReg, dWriteReg,	clk, rst_b);
input 	[2:0]			dAddrRegRow, dAddrRegCol;
input				bWE, bCE;
input 	[8-1:0] 	InData;
output 	[8-1:0] 	OutData;
reg     [8-1:0] 	OutData;
input 	[2:0]			OPMode;
input 				bOPEnable;
input 	[3:0]			dReadReg, dWriteReg;
input				clk, rst_b;
reg [8-1:0] 	regX[0:24];	 
reg [8-1:0]	regY[0:24];	 
reg [8-1:0]	regZ[0:24];	 
integer 	gf[0:24];	 
integer  	Sobeldx[0:8];	 
integer  	Sobeldy[0:8];	 
reg signed 	[8-1:0]	Out_gf, Out_gradient, Out_direction, Out_bThres;
parameter 			dThresHigh = 15;
parameter			dThresLow = 10;
reg 	   [31:0]		tpSum;
reg		   [1:0]		IntSignal;
reg signed [31:0] 		Gx, Gy, fGx, fGy;
reg signed [1:0]		dx, dy;
integer signed i, j;
integer  index1, index2;
always @(clk or rst_b)
begin
	if(!rst_b)
	begin
		gf[0] =1;  gf[1] =3;  gf[2]=4;   gf[3]=3;   gf[4]=1;
		gf[5] =3;  gf[6] =7;  gf[7]=10;  gf[8]=7;   gf[9]=3;
		gf[10]=4;  gf[11]=10; gf[12]=16; gf[13]=10; gf[14]=4;
		gf[15]=3;  gf[16]=7;  gf[17]=10; gf[18]=7;  gf[19]=3;
		gf[20]=1;  gf[21]=3;  gf[22]=4;  gf[23]=3;  gf[24]=1;
        Sobeldx[0]=-1; Sobeldx[1]=0; Sobeldx[2]=1;
        Sobeldx[3]=-2; Sobeldx[4]=0; Sobeldx[5]=2;
        Sobeldx[6]=-1; Sobeldx[7]=0; Sobeldx[8]=1;
        Sobeldy[0]=1; Sobeldy[1]=2; Sobeldy[2]=1;
        Sobeldy[3]=0; Sobeldy[4]=0; Sobeldy[5]=0;
        Sobeldy[6]=-1; Sobeldy[7]=-2; Sobeldy[8]=-1;
    end
end
always @(posedge clk or negedge rst_b)
begin
	if(!rst_b)
        begin
            IntSignal <= 2'b00;
            dx <= 0;
            dy <= 0;
            Out_gf <= 0;
            Out_gradient <= 0;
            Out_direction <= 0;
            Out_bThres <= 0;
            i <= 0;
            j <= 0;
            index1 <= 0;
            index2 <= 0;
	end
	else if(bCE==1'b0 && bWE==1'b0) 
	begin
		if(dWriteReg == 0)
			regX[dAddrRegRow*5+dAddrRegCol] <= InData;
		else if(dWriteReg == 1)
			regY[dAddrRegRow*5+dAddrRegCol] <= InData;
		else
			regZ[dAddrRegRow*5+dAddrRegCol] <= InData;
	end
	else if(bCE==1'b0 && bWE==1'b1)
	begin
		if(dReadReg == 0)
			OutData <= Out_gf;
		else if(dReadReg == 1)
			OutData <= Out_gradient;
		else if(dReadReg == 2)
			OutData <= Out_direction;
		else if(dReadReg == 3)
			OutData <= regX[dAddrRegRow*5+dAddrRegCol];
		else if(dReadReg == 4)
			OutData <= Out_bThres;
	end
	else
	begin
	if(bOPEnable==1'b0)
	begin
		if(OPMode == 0)
		begin
			if(IntSignal == 2'b00)	
                        begin
                            tpSum = 0;
                            for(i = 0; i <= 4; i = i + 1) 
                            begin
                                for(j = 0; j <= 4; j = j + 1)
                                begin
                                    tpSum = tpSum + (regX[i*5+j] * gf[i*5+j]);
                                end
                            end
                            IntSignal <= 2'b01;
			end
			else if(IntSignal == 2'b01) 
                        begin
                            Out_gf <= (tpSum >> 7);  
                            i <= 0;
                            j <= 0;
			end
			else 
                        begin
                            Out_gf <= Out_gf;
                            IntSignal <= IntSignal;
			end
		end
		else if(OPMode == 1)
		begin
                    if(IntSignal == 2'b00)	
                    begin
                        Gx = 0;
                        Gy = 0;
                        for(i = -1; i <= 1; i = i + 1) 
                        begin
                            for(j = -1; j <= 1; j = j + 1) 
                            begin
                                Gx = Gx + (regX[(i+1)*5+(j+1)] * Sobeldx[(i+1)*3+(j+1)]);
                                Gy = Gy + (regX[(i+1)*5+(j+1)] * Sobeldy[(i+1)*3+(j+1)]);
                            end
                        end
                        IntSignal <= 2'b01;
                    end
                    else if(IntSignal == 2'b01) 
                    begin
                        if(Gx < 0)
                            fGx = -Gx;
                        else
                            fGx = Gx;
                        if(Gy < 0)
                            fGy = -Gy;
                        else
                            fGy = Gy;
                        Out_gradient <= ((fGx + fGy) >> 3);
                        IntSignal <= 2'b10;
                    end	
                    else if(IntSignal == 2'b10) 
                    begin
                        if(Gy < 0)
                        begin
                            fGx = -Gx;
                            fGy = -Gy;
                        end
                        else
                        begin
                            fGx = Gx;
                            fGy = Gy;
                        end
                        IntSignal <= 2'b11;
                    end
                    else if(IntSignal == 2'b11) 
                    begin
                        if(fGx >=0)
                        begin
                            if(fGy <= (fGx >> 1))
                                Out_direction <= 0;
                            else if(fGy <= ((5 * fGx) >> 1))
                                Out_direction <= 45;
                            else
                                Out_direction <= 90;
                        end
                        else  
                        begin
                            if(fGy <= ((-fGx) >> 1))
                                Out_direction <= 0;
                            else if(fGy <= ((-5 * fGx) >> 1))
                                Out_direction <= 135;
                            else
                                Out_direction <= 90;
                        end
                        IntSignal <= IntSignal;
                    end
		end
		else if(OPMode == 2)
		begin
                    if(IntSignal == 2'b00) 
                    begin
                        if(regY[6] == 0) 
                        begin
                            index1 <= 5;
                            index2 <= 7;
                        end
                        else if(regY[6] == 45) 
                        begin
                            index1 <= 2;
                            index2 <= 10;
                        end
                        else if(regY[6] == 90) 
                        begin
                            index1 <= 11;
                            index2 <= 1;
                        end
                        else 
                        begin
                            index1 <= 12;
                            index2 <= 0;
                        end
                        IntSignal <= 2'b01;
                    end
                    else if(IntSignal == 2'b01) 
                    begin
                        if((regX[6] >= regX[index1]) && (regX[6] >= regX[index2])) 
                        begin
                            regX[index1] <= 0;
                            regX[index2] <= 0;
                        end
                        else 
                        begin
                            regX[6] <= 0;
                        end
                            IntSignal <= IntSignal;
                    end
		end
		else if(OPMode == 3)
		begin
                    if(IntSignal == 2'b00) 
                    begin
                        if(regY[6] == 0) 
                        begin
                            index1 <= 5;
                            index2 <= 7;
                        end
                        else if(regY[6] == 45) 
                        begin
                            index1 <= 2;
                            index2 <= 10;
                        end
                        else if(regY[6] == 90) 
                        begin
                            index1 <= 11;
                            index2 <= 1;
                        end
                        else 
                        begin
                            index1 <= 12;
                            index2 <= 0;
                        end
                        dx <= index1;
                        dy <= index2;
                        IntSignal <= 2'b01;
                    end	
                    else if(IntSignal == 2'b01) 
                    begin
                            if(regX[6] >= dThresHigh)		 
                                Out_bThres <= 1;
                            else if(regX[6] <= dThresLow)		 
                                Out_bThres <= 0;
                            else					 
                            begin
                                if(regX[6-5*dy-dx] >= dThresHigh || regX[6+5*dy+dx] >= dThresHigh)
                                    Out_bThres <= 1;
                                else if(regZ[6-5*dy-dx] == 1 || regZ[6+5*dy+dx] == 1)
                                    Out_bThres <= 1;
                                else
                                    Out_bThres <= 0;
                            end
                        IntSignal <= IntSignal;
                    end
                end
             end	
        else
            IntSignal <= 2'b00;
    end  
end
endmodule
```

## flow/run.sh

```bash
#!/bin/bash
# OpenROAD 26Q1-2900-gdf79404cd8, Yosys 0.63+post, stock flow scripts
make -C /OpenROAD-flow-scripts/flow DESIGN_CONFIG=/design/flow/config.mk WORK_HOME=/design/flow/orfs finish
```

==> run summary <==
Status on the layout run. In the synthesized netlist, the number of instances is ~5,600. Proportion of synthesized flip-flops having asynchronous set or reset landed at 0.0751. The worst-case reg-to-reg setup slack stands at 4.56 ns. Overflow left after global routing landed at 0. The synthesis stat section lists a flop and latch total of slightly below 500. Measured in cells, the most critical reg-to-reg path has a length of 36. Internal power of the cells landed at roughly 3.2 mW. The max-slew check reports its worst relative slack as 0.276. Number of violations reported at the end of detailed-routing iteration 0 landed at 3,338. Critical path's largest stage delay landed at 0.63 ns. Hold analysis lists the worst path endpoint as Out_gf[0]. H-tree depth landed at 2. Number of filler instances in the final layout landed at approximately 10,000. Clock network fraction of total power landed at 0.277. The routed design has approximately 210,000 um of wire. The number of cells on the worst hold path is listed as 1.

For this run, the leading register cell type out of synthesis is edfxtp_1. Number of antenna violations at the first check in global routing landed at 14. Note, the detailed placer reported a final HPWL of 166,000 um. Combinational fraction of design power landed at 0.429. The floorplan report gives the top-level pin count as 38. Initial core utilization landed at 0.506. The clock passes through at most 3 buffers. Subtracting the final worst setup slack from the clock period gives 10.34 ns. The layout report lists the combined flip-flop and latch area as ~15,000 um^2.

The floorplan step set the die width to 343 um. Post-route DRC violation count landed at 0. The number of different library cells used by synthesis comes to 84.

Clock insertion delay at the later pin of the skew report landed at 0.74 ns. The worst setup path is captured at a flop. The number of maximum-capacitance violations recorded for the run is 0. The number of cells reported by Yosys stat comes to about 5,600. STA classifies the critical path startpoint as a flop. The endpoint identified for the worst register-to-register timing path is Gy[30]. Highest attainable clock frequency landed at around 0.097 GHz.

Maximum number of pins on one net before global-route repair landed at roughly 58. Share of synthesized area occupied by flip-flops and latches landed at 0.252. Average vias per placed instance landed at 5.88. Per the final layout report, the fraction of cells sized above drive strength 1 comes to 0.0668. For the worst setup path, the data arrival time is roughly 11 ns.

The type recorded for the worst min-delay path is reg -> reg. Data required time of the critical path landed at between 15 and 20 ns. The leakage component of the power was reported as approximately 29 nW. The flow ran to the end, and the final reports show no timing, DRC or antenna violations. Total vias in the final route landed at between 40,000 and 50,000.

Combinational gate area landed at slightly below 40,000 um^2. Post-synthesis instance area landed at ~58,000 um^2. Looking at the clock tree report, the root buffer type is clkbuf_16. The timing report shows the most common cell along the critical path to be fa_1. Final setup violation count landed at 0. Overall routing resource usage recorded by global route was 0.393. Clock tree synthesis inserted a total of 59 buffers. Dividing the detail-routed wire length by the instance count gives ~28 um. The number of global-route vias before repair was around 45,000. TritonCTS built the clock tree. The share of total power dissipated in sequential elements is 0.294. Global-route wire length before repair landed at about 300,000 um. Final period utilization landed at 0.694. Count of buffers inserted at the top-level ports landed at 37. Core area landed at between 100,000 and 150,000 um^2.

Highest ir drop seen on vdd landed at roughly 0.14 mV. Number of clock sinks landed at 493. Number of detailed-routing iterations run before antenna repair landed at 25. Number of hold-slack violations in the final timing report landed at 0. The slowest stage of the critical path is the edfxtp_1 cell.

The post-CTS hold buffer count recorded in the log is 0. Per the timing report, the most critical flop-to-flop path originates at regX[10][2]. Number of rows in the core area landed at ~120.

Biggest fanout along the worst timing path landed at 8. For the pin with the worst max-slew slack, the measured transition is about 1.1 ns. For this run, the chip area from Yosys synthesis comes to slightly below 60,000 um^2. Looking at the worst setup and hold paths, the clock pins of their registers show a slew of 0.06 ns.

The power report puts the net switching power at 2.22 mW. Setup TNS landed at 0 ns. Post-synthesis average cell area landed at between 10 and 15 um^2. Largest clock skew in the final design landed at around 0.077 ns.

Post-CTS repair changed the size of 0 cells. Synthesis-to-layout area growth landed at 9.55%. Per the OpenROAD floorplan log, the area of the die is 117,000 um^2. Number of post-CTS setup repair buffers landed at 0. Number of warning messages in the logs landed at approximately 76.

Once detail routing completed, the nets flagged for antenna violations numbered 0. Vertical die dimension landed at about 340 um. For this design the ratio of total power to cell area is 85.0 nW/um^2. Yosys warning tally landed at 7. Final count of pins violating max slew landed at 0. For reference, the most critical setup path is categorized as reg -> reg.

The switching portion of total power comes to 0.410. Count of library flops with an enable pin landed at 456. Looking at hold timing, the worst path starts from tpSum[7]. Post-layout utilization of the core landed at 0.554. Setup repair after global routing left no endpoint under its margin. Final weighted congestion in routability-driven placement landed at roughly 1.1.
==> registers in the layout, summed over array words and instances (netlist names), 2 cells and up <==
name / count
OutData: 8
regX: 200
dy: 2
index1: 3
fGy: 32
tpSum: 8
Out_gradient: 8
IntSignal: 4
index2: 4
Gx: 32
Out_direction: 6
regY: 8
Out_gf: 8
fGx: 32
regZ: 104
Gy: 32
==> Yosys cell counts, drive strengths merged (71+ instances only) <==
cell	instances	share of area
inv	1195	0.077
fa	749	0.26
ha	640	0.14
edfxtp	456	0.24
a21oi	258	0.022
nor2	251	0.016
xnor2	223	0.034
o21ai	221	0.019
nand2	210	0.014
nor3	133	0.011
clkbuf	98	0.0063
a22oi	94	0.012
a21o	91	0.012
nand3	85	0.0073
xor2	71	0.011
==> final cells by class <==
class,instances,share of cell area
flip-flops and latches,493,0.230
diodes,6,0.000236
multi-input cells,3824,0.608
clock inverters,35,0.00599
repair buffers,241,0.0299
well taps,1512,0.0298
inverters,1196,0.0707
clock buffers,76,0.0255
==> logic make-up (layout without fill, tap and decap cells) <==
family                     Yosys count  count (layout)  share of synthesized area
DFF                                493             493                      0.252
other                                0               6                          0
adders and majority gates         1390            1390                      0.397
and+or+nand+nor                    965             965                     0.0820
AOI/OAI and AO/OA                 1112            1112                      0.128
xor gates and xnor gates           294             294                     0.0444
buffers and inverters             1310            1548                     0.0848
muxes                               63              63                     0.0125
==> layer usage <==
| layer | global-route usage | part of all wire |
|---|---|---|
| met5 | 0.0148 | 0.0014 |
| met1 | 0.580 | 0.41 |
| met3 | 0.249 | 0.16 |
| met4 | 0.101 | 0.036 |
| met2 | 0.509 | 0.40 |
==> worst max-delay path: cells and delay by family (launching register included) <==
| kind | cells | cell delay [ns] |
|---|---|---|
| buf+inv | 8 | 0.64 |
| xor+xnor | 1 | 0.14 |
| fa+ha+maj | 12 | 5.52 |
| compound gates | 15 | 3.16 |
| flops | 1 | 0.63 |
==> stage by stage <==
step	total power, mW	std cells	instance area (um^2)	hold slack [ns]	setup slack (ns)
6_report	5.40	7383	63500	0.431	4.56
5_1_grt	5.64	7378	63500	0.456	3.93
4_1_cts	5.34	7377	63500	0.435	4.64
3_5_place_dp	3.84	7266	61500	0.465	4.59
3_3_place_gp	3.86	7266	61500	0.457	4.71
2_1_floorplan	2.92	5627	58000	0.444	4.16
==> how the worst max path moves through the flow <==
stage / startpoint / endpoint / cells after the start
4_1_cts: regX[10][2] / Gy[30] / 36
5_1_grt: regX[10][2] / Gy[31] / 37
6_report: regX[10][2] / Gy[30] / 36
==> power by group through the flow <==
stage     logic (mW)  registers (mW)  clock network, mW
4_1_cts         2.24            1.59               1.51
5_1_grt         2.49            1.59               1.56
6_report        2.32            1.59               1.50
==> layout by cell type, fill, tap and decap left out, types with 42 or more instances in the layout <==
cell type / n
a21oi_1: 258
buf_4: 204
a21o_1: 91
a221oi_1: 58
ha_1: 640
inv_1: 1194
clkbuf_16: 60
xnor2_1: 218
fa_1: 746
nand2_1: 210
o21ai_0: 217
a31oi_1: 47
a22oi_1: 94
nor3_1: 122
xor2_1: 69
edfxtp_1: 456
nand2b_1: 45
nand3_1: 85
o21bai_1: 45
nand4_1: 46
nor2_1: 248
a211oi_1: 42
Power figures rest on the tool's default switching activity, not on a simulated workload.
